### /design/flow/run.sh
#!/bin/bash
# OpenROAD 26Q1-2900-gdf79404cd8, Yosys 0.63+post, stock flow scripts
make -C /OpenROAD-flow-scripts/flow DESIGN_CONFIG=/design/flow/config.mk WORK_HOME=/design/flow/orfs finish
### /design/flow/config.mk
export PLATFORM = sky130hd
export DESIGN_NAME = ALU
export DESIGN_NICKNAME = ALU
export VERILOG_FILES = /design/flow/design.v
export SDC_FILE = /design/flow/constraint.sdc
export NUM_CORES = 4
export LEC_CHECK = 1
export CORE_UTILIZATION = 40
### /design/flow/constraint.sdc
current_design ALU

set clk_period 19.2
set clk_io_pct 0.2

create_clock -name clk0 -period $clk_period

set non_clock_inputs [all_inputs -no_clocks]
set_input_delay [expr $clk_period * $clk_io_pct] -clock clk0 $non_clock_inputs
set_output_delay [expr $clk_period * $clk_io_pct] -clock clk0 [all_outputs]
### /design/flow/design.v
`timescale 1ns/1ps
module ALU #(parameter N=32)( output reg [N-1 : 0]out,
			      output reg zero,
			      input [N-1 : 0]inA,
			      input [N-1 : 0]inB,
			      input [3 : 0]op );
parameter AND_OP = 4'b0000 ,
 	  OR_OP  = 4'b0001 ,
 	  ADD_OP = 4'b0010 ,
  	  SUB_OP = 4'b0110 ,
       	  SLT_OP = 4'b0111 ,
 	  NOR_OP = 4'b1100 ;
always @(inA, inB, op)
	begin
		case(op)
			AND_OP  : out = inA & inB;
			OR_OP   : out = inA | inB;
			ADD_OP  : out = inA + inB;
			SUB_OP  : out = inA - inB;
			SLT_OP  : out = ((inA < inB)? 1 : 0);
			NOR_OP  : out = ~(inA | inB);
			default : out = 'bx;
		endcase
		if (out == 0) zero = 1'b1;
		else	      zero = 1'b0;
	end
endmodule
==> impl_metrics.yaml <==
# synthesis and place-and-route metrics
timing:
  min_period_ps: 13190
  relSlewSlack_pct: 34.41
  tns_ps: 0
  fin_crit_sh_pct: 68.71
  hold_viol: 0
  max_freq_ghz: 0.07580
  timing.hold.ws_ps: 8979
  finalSetupViolations: 0
  rsz0062_at_grt: "no"
  setup_ws_ps: 6008
  slew_viol_final: 0
  worstMarginPinSlew_ps: 979.6
layout:
  design_area_um2: 7244
  area_growth_pct: 18.07
  lay_top_cells: "105 x inv_1, 103 x ha_1, 101 x clkdlybuf4s50_1"
  layout_top_cell: "inv_1"
  fill_cells: 1519
  layout-drive-gt1-share_pct: 4.642
  n_clock_buffer: 0
  seqCellArea_um2: 0
  seq_cells: 0
place:
  dpl_cell_area_um2: 7244
  dpl_worst_slack_ps: 6141
  numPortBuffers: 101
  dpl.hpwl_mm: 19.79
  gp_routability_congestion: 1.040
routing:
  postRouteWirelength_mm: 24.80
  post_drt_wl_per_cell_um: 21.11
  drcViolationCount: 0
  first_pass_iters: 5
  viasPerCell: 6.397
  final_antenna_net_count: 0
  vias: 7516
  diodes: 0
  first_iter_violations: 971
floorplanning:
  chipArea_um2: 15840
  rows: 44
  ios: 101
  die_h_um: 125.9
  fp.dieW_um: 125.9
  core_um2: 14750
  initCoreUtil_pct: 41.59
global_routing:
  grt_first_pass_wirelength_mm: 38.47
  grt_pass1_vias: 6705
  grt_max_degree: 45
  grt_usage_pct: 31.40
  grt-ovfl-total: 0
  antenna_found_initial: 0
run_status:
  status: "complete, no violations"
worst_setup_path:
  cp.arrival_ps: 9350
  crit_path_start: "inB[0]"
  startpoint_type: "input port"
  end_kind: "primary output"
  cp_max_fo: 6
  cp_data_required_time_ps: 15360
  critical_path_class: "in2out"
synth:
  ys_seq_share_pct: 0
  ys_warn_count: 1
  yosysCellCount: 935
  ys_types: 89
  synthSimpleGateAreaFrac_pct: 22.92
  postSynthCellCount: 935
  netlist_area_um2: 6136
  topCombFamilyByArea: "AND-OR/OR-AND gates"
  synth_area_per_cell_um2: 6.562
  ys_area_um2: 6136
  yosys.area_share.adder_pct: 21.66
  yosys.area_share.xor_xnor_pct: 1.998
  aoi_share_pct: 41.82
  ys_sh_mux_pct: 1.040
pwr:
  ir_worst_vdd_v: 0.00001326
  power.leakage_nw: 3.164
  p_per_area_nw_per_um2: 29.59
flow_run:
  maxCapViolations: 0
  warning_count: 103
clock_tree:
  cts_hold_buf: 0
  ctsResizeCount: 0
  post_cts_buffers: 0
hold_path:
  hp-start: "inB[25]"
  hold_class: "in2out"
## kinds of logic (layout without fill, tap and decap cells)
logic type                 Yosys count  in the layout
AOI/OAI and AO/OA                  373            373
xor gates and xnor gates            14             14
adders and majority gates          105            105
buffers and inverters              163            219
muxes                                6              6
and+or+nand+nor                    274            274
## final cells by class
type | count | area, µm² | area share [%]
well taps | 184 | 230.2 | 3.178
inverters | 106 | 397.9 | 5.492
repair buffers | 113 | 1101 | 15.20
multi-input cells | 772 | 5515 | 76.13
## final timing paths
check,to,slack (ps),cells after the start
max,zero,6010,16
min,out[25],8980,5
## cell usage after synthesis, drive strengths merged, types with 4 or more instances
cell,number,share of area (%)
or4,6,0.80
clkbuf,33,2.0
a31o,4,0.57
o21ai,77,6.3
and2,6,0.61
buf,24,2.1
o22ai,7,0.71
xnor2,12,1.7
nor4,12,1.3
a2111o,4,0.73
a2111oi,5,0.82
o221ai,6,0.86
a211oi,16,2.0
o2111ai,9,1.3
o31a,5,0.71
o31ai,8,0.98
nor2b,12,1.2
a21oi,93,8.0
o211ai,20,2.4
inv,105,6.4
a211o,6,0.86
nand2b,11,1.1
a2bb2oi,4,0.57
nor2,81,5.0
a21o,10,1.2
a221o,4,0.65
a311oi,5,0.71
a221oi,7,1.0
o311ai,8,1.1
ha,103,21
or3,13,1.5
o21a,7,0.88
o211a,7,1.3
and3,5,0.51
nor3,19,1.6
nand3,19,1.5
a31oi,16,1.6
nand2,61,3.7
nand4,8,0.82
o21bai,16,2.0
o32ai,4,0.69
## routing by layer
| layer | up-vias | GRT usage (%) | wire [µm] |
|---|---|---|---|
| met5 | - | 0 | 0 |
| met4 | 0 | 8.150 | 681 |
| met3 | 58 | 5.065 | 2509 |
| met2 | 466 | 46.05 | 10280 |
| met1 | 3419 | 47.54 | 11330 |
| li1 | 3573 | - | - |
## power by group
part           internal (mW)  switching (mW)
clock                      0               0
sequential                 0               0
combinational         0.0877           0.127
## per-stage QoR
step / power (mW) / utilization, % / std cells
floorplan: 0.1267 / - / 935
global placement: 0.2093 / 49.10 / 1175
detailed placement: 0.2074 / 49.10 / 1175
CTS: 0.2087 / 49.10 / 1175
global route: 0.2314 / 49.10 / 1175
finish: 0.2144 / 49.10 / 1175
## critical path, cell delays in order
cell and delay [ps]:
clkdlybuf4s50_1 520, ha_1 280, inv_1 80, fa_1 400, nor2b_1 230, o2111ai_1 200
a211oi_1 780, o21ai_0 260, and3_1 220, o21ai_0 170, a31oi_1 120, a2111o_1 410
or4_1 530, or4b_1 530, nor4_2 250, clkdlybuf4s50_1 510
Power is estimated from default activity; no workload was simulated.
